==> design.v <==
module single_port_sync_ram (din,rx_valid,clk,rst_n,tx_valid,dout);
parameter MEM_DEPTH=256;
parameter ADDR_SIZE=8;
input [9:0] din;
input rx_valid;
input clk;
input rst_n;             
output reg tx_valid;
output reg [7:0] dout;
reg [ADDR_SIZE-1:0] addr_wr;
reg [ADDR_SIZE-1:0] addr_rd;
reg [7:0] mem [MEM_DEPTH-1:0];
always @ (posedge clk) begin
if(~rst_n) begin
dout<=0;
tx_valid<=0;
addr_rd<=0;
addr_wr<=0;
end
else begin
if(rx_valid) begin
    case(din[9:8]) 
    2'b00:  begin
                addr_wr<=din[7:0];
                tx_valid<=0;
            end
    2'b01:  begin
                mem[addr_wr]<=din[7:0];
                tx_valid<=0;
            end
    2'b10:  begin 
                addr_rd<=din[7:0];
                tx_valid<=0;
            end
    2'b11:  begin
                dout<=mem[addr_rd];
                tx_valid<=1;
            end
    endcase
end
end
end
endmodule
module SPI_slave (MOSI,SS_n,tx_data,tx_valid,clk,rst_n,MISO,rx_data,rx_valid);
parameter IDLE=3'b000;
parameter CHECK_COMMAND=3'b001;
parameter WRITE=3'b010;
parameter READ_ADD=3'b011;
parameter READ_DATA=3'b100;
input MOSI;
input SS_n;
input clk;
input rst_n;                   
input [7:0] tx_data;
input tx_valid;
output reg rx_valid;
output reg [9:0] rx_data;
output reg MISO;
reg add_or_data;
reg [3:0] counter;
reg [9:0] data;
reg [7:0] read_data;
(* fsm_encoding = "gray" *)
reg [2:0] cs,ns;
always @(*) begin
    case (cs)
        IDLE: 
        if(!SS_n) begin
            ns=CHECK_COMMAND;
        end
        else begin 
            ns=IDLE;
        end
        CHECK_COMMAND: begin
            if (!SS_n) begin
                if (!MOSI) begin
                    ns=WRITE;
                end
                else begin
                    if (!add_or_data) begin
                        ns=READ_ADD;
                    end
                    else begin
                        ns=READ_DATA;
                    end
                end
            end
            else begin
                ns=IDLE;
            end
        end
        WRITE: 
        if (SS_n) begin
            ns=IDLE;
        end
        else begin
            ns=WRITE;
        end
        READ_ADD:
        if (SS_n) begin 
            ns=IDLE;
        end
        else begin 
            ns=READ_ADD;
        end
        READ_DATA:
        if (SS_n) begin 
            ns=IDLE;
        end
        else begin 
            ns=READ_DATA;
        end
    endcase
end
always @(posedge clk) begin
    if (!rst_n) begin
        cs<=IDLE;
    end
    else begin
        cs<=ns;
    end
end
always @(posedge clk) begin
    if (!rst_n) begin
        MISO<=0;
        rx_valid<=0;
        rx_data<=0;
        counter<=0;
        data<=0;
        add_or_data<=0;
        read_data<=0;
    end
    else begin
        if (cs==IDLE) begin
            rx_valid<=0;
            counter<=0;
        end
        else if (cs==WRITE) begin
            if (counter==10) begin
                counter<=0;
                rx_valid<=1;
                rx_data<=data;
            end
            else begin
                counter<=counter+1;
                data<={data[8:0],MOSI};
            end
        end
        else if (cs==READ_ADD) begin
            if (counter==10) begin
                counter<=0;
                rx_valid<=1;
                rx_data<=data;
                add_or_data<=1;
            end
            else begin
                counter<=counter+1;
                data<={data[8:0],MOSI};
            end
        end
        else begin
            if (tx_valid) begin
                if (counter==0) begin
                    counter<=counter+1;
                end
                if (counter==1) begin
                    MISO<=tx_data[7];
                    read_data<=tx_data<<1;
                    counter<=counter+1;
                end
                else begin
                    MISO<=read_data[7];
                    read_data<=read_data<<1;
                end
            end
            else begin
                if (counter==10) begin
                    counter<=0;
                    rx_valid<=1;
                    rx_data<=data;
                end
                else begin
                    counter<=counter+1;
                    data<={data[8:0],MOSI};
                end
            end
        end
    end
end
endmodule
module SPI_WRAPPER (clk,rst_n,MOSI,SS_n,MISO);
input clk;
input rst_n;
input MOSI;
input SS_n;
output MISO;
wire [9:0] rx_data_to_din;
wire rx_valid;
wire [7:0] tx_data_to_dout;
wire tx_valid;
single_port_sync_ram ram (rx_data_to_din,rx_valid,clk,rst_n,tx_valid,tx_data_to_dout);
SPI_slave   spi (MOSI,SS_n,tx_data_to_dout,tx_valid,clk,rst_n,MISO,rx_data_to_din,rx_valid);
endmodule
==> run.sh <==
#!/bin/bash
# OpenROAD 26Q1-2900-gdf79404cd8, Yosys 0.63+post, stock flow scripts
make -C /OpenROAD-flow-scripts/flow DESIGN_CONFIG=/design/flow/config.mk WORK_HOME=/design/flow/orfs finish
==> config.mk <==
export PLATFORM = sky130hd
export DESIGN_NAME = SPI_WRAPPER
export DESIGN_NICKNAME = SPI_WRAPPER
export VERILOG_FILES = /design/flow/design.v
export SDC_FILE = /design/flow/constraint.sdc
export NUM_CORES = 4
export LEC_CHECK = 1
export CORE_UTILIZATION = 30
==> constraint.sdc <==
current_design SPI_WRAPPER

set clk_period 37.0
set clk_io_pct 0.2

create_clock -name clk0 -period $clk_period [get_ports {clk}]

set non_clock_inputs [all_inputs -no_clocks]
set_input_delay [expr $clk_period * $clk_io_pct] -clock clk0 $non_clock_inputs
set_output_delay [expr $clk_period * $clk_io_pct] -clock clk0 [all_outputs]
==> results.json <==
{
  "drt_iter0_drc": 3173,
  "ys_ff": 2113,
  "muxShareOfSynthArea_pct": 15.0,
  "holdBufCountCts": 0,
  "slowest_stage": "nand3_1",
  "clock.latency.late_pin_ns": 0.86,
  "cap_violations": 0,
  "crit_path_max_incr_delay_ns": 0.99,
  "finalCritPeriodShare_pct": 28.7,
  "ir_drop_mv": 0.0411,
  "cp.arrival_ns": 11.10,
  "end_kind": "register",
  "synthAoiAreaFrac_pct": 3.12,
  "antenna_found_initial": 7,
  "pin_count": 5,
  "path_cells": "clkdlybuf4s50_1, buf_4, and4b_1, nand3_1, buf_4, nor2_1",
  "core-area_um2": 272000,
  "synthAdderAreaFrac_pct": 0.0608,
  "cts_tree": "yes",
  "first_global_vias": 46700,
  "worstHoldPathType": "reg -> reg",
  "cp.required_ns": 37.48,
  "ys_cells": 4139,
  "area_growth_syn_to_layout_pct": 14.1,
  "hold_ws_ns": 0.475,
  "finalHoldViolCount": 0,
  "synthTopLogicFamily": "multiplexers",
  "path_clk_slew_ns": 0.06,
  "dr.pass1.iters": 6,
  "ys_types": 69,
  "mappedNetlistArea_um2": 82300,
  "route.detailed.drc": 0,
  "finalWorstPathRequiredPeriod_ns": 10.63,
  "fp_util_pct": 30.3,
  "ys_sh_xor_pct": 0.0319,
  "cp_num_buf_inv": 3,
  "routed_wirelength_mm": 236,
  "max_freq_ghz": 0.0941,
  "htreeDepth": 4,
  "cp_max_fo": 19,
  "status": "completed",
  "cts_buffers": 209,
  "grt_max_degree": 104,
  "drive_gt1_share_pct": 21.6,
  "die_h_um": 526,
  "ys_async_sr_fraction_pct": 0,
  "synth_cells": 4139,
  "via_per_inst": 5.23,
  "worst_slew_pin_slew_ns": 1.22,
  "tool_warnings": 32,
  "yosysWarnings": 4,
  "max-slew-margin-rel_pct": 18.2,
  "cts-resized-gates": 0,
  "fin_util_pct": 34.6,
  "path_class": "in -> reg",
  "num_rows": 191,
  "antenna_left": 0,
  "io_buffers": 4,
  "fillers": 24600,
  "gr-total-overflow": 0,
  "grt.total_usage_pct": 18.4,
  "drv_slew": 0,
  "unclocked_regs": 3,
  "ff_type": "edfxtp_1",
  "dp_hpwl_mm": 150,
  "die_area_um2": 276000,
  "critical-path-top-delay-family": "simple AND/OR/NAND/NOR gates",
  "rsz0062_at_grt": "false",
  "cts.root.buffer_cell": "clkbuf_16",
  "critPathMostFrequentCell": "buf_4",
  "simple_gate_share_pct": 3.86,
  "powerDensity_nw_per_um2": 50.6,
  "yosysChipArea_um2": 82300,
  "dr_total_vias": 41900,
  "cts_setup_buffers": 0,
  "edf_count": 2048,
  "syn_avg_cell_area_um2": 19.9,
  "gp_congestion": 0.971,
  "p_leak_nw": 28.1,
  "cp-start-kind": "input port",
  "untimed_endpoints": 3,
  "grt_pass1_wl_mm": 337,
  "post_drt_wl_per_cell_um": 29.5,
  "setup_violations": 0,
  "dieWidth_um": 526,
  "fin_setup_tns_ns": 0,
  "fin_skew_ns": 0.0425,
  "clockBufferDepth": 3
}
[flip-flops by register name (all words and copies together) (netlist names)]
signal           cells
spi.rx_valid         1
ram.dout             8
spi.read_data        7
spi.counter          4
ram.addr_rd          8
spi.ns               3
spi.add_or_data      1
spi.rx_data         10
spi.data            10
spi.cs               3
ram.mem           2048
spi.MISO             1
ram.addr_wr          8
ram.tx_valid         1
[final timing paths]
| path | startpoint | endpoint | slack [ns] | cells past startpoint |
|---|---|---|---|---|
| max reg2reg | ram.addr_rd[0] | ram.dout[1] | 31.92 | 10 |
| min reg2reg | ram.dout[0] | ram.dout[0] | 0.47 | 2 |
| max | rst_n | ram.mem[34][1] | 26.37 | 6 |
| min | ram.dout[0] | ram.dout[0] | 0.47 | 2 |
[cell families after synthesis]
kind of cell    after synthesis
mux                         682
fa+ha+maj                     4
simple gates                711
xor+xnor                      3
latches                       3
flops                      2110
buf+inv                     261
compound gates              365
[synth_stat cells, types with 37 or more instances]
library cell	n	share of area (%)
o22ai_1	59	0.45
edfxtp_1	2048	75
o221ai_1	38	0.40
mux2i_1	235	2.9
clkbuf_1	131	0.60
mux4_2	438	12
nor2_1	337	1.5
nand3_1	63	0.38
a22oi_1	49	0.45
dfxtp_1	62	1.5
o21ai_0	40	0.24
a21oi_1	44	0.27
nor3_1	37	0.23
nand2_1	132	0.60
buf_2	43	0.26
nor2b_1	49	0.37
[layer usage]
layer,routed length (um),track usage [%],vias up
met5,911,2.58,-
met4,10100,6.15,32
met3,44800,16.0,463
met2,106000,26.4,3363
met1,74100,19.3,20800
li1,-,-,17300
[through the flow]
stage	std cells	total power, mW	instance area, um^2	setup slack (ns)
after CTS	8006	4.79	93900	26.69
after global routing	8006	4.88	93900	26.32
after floorplan	4139	2.63	82300	27.69
after global placement	7617	2.63	86800	25.84
final	8010	4.76	93900	26.37
after detailed placement	7617	2.63	86800	25.79
[where the power goes]
group	total, mW	leakage, nW	switching, mW	internal (mW)
Clock	2.18	3.45	0.903	1.27
Combinational	0.00370	5.17	0.00211	0.00159
Sequential	2.58	19.5	0.000148	2.58
[area by class of cell]
cell class	instances	area [um^2]	share of cell area (%)
flip-flops and latches	2113	62800	66.9
multi-input cells	1765	18200	19.4
clock buffers	245	5500	5.86
well taps	3570	4470	4.75
clock inverters	144	1590	1.70
repair buffers	161	1320	1.40
inverters	8	35.0	0.0373
diodes	4	10.0	0.0107
[cell usage in the layout, fill, tap and decap left out, types with 37 or more instances in the layout]
cell       instances
buf_4            149
a21oi_1           44
nor2b_1           46
clkbuf_16        213
o22ai_1           59
nor3_1            37
mux4_2           438
nor2_1           336
nand2_1          132
o21ai_0           40
mux2i_1          235
a22oi_1           49
dfxtp_1           49
o221ai_1          38
clkinv_1          42
clkinv_2          41
nand3_1           63
edfxtp_1        2048
[tightest hold or removal path: stages, from the launching register on]
cell     delay (ns)
dfxtp_1        0.32
nand2_1        0.05
nand3_1        0.05
Power and IR drop assume default switching activity.
